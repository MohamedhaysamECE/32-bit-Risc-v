--- /design/flow/run.sh ---
#!/bin/bash
# OpenROAD 26Q1-2900-gdf79404cd8, Yosys 0.63+post, stock flow scripts
make -C /OpenROAD-flow-scripts/flow DESIGN_CONFIG=/design/flow/config.mk WORK_HOME=/design/flow/orfs finish
--- /design/flow/config.mk ---
export PLATFORM = sky130hd
export DESIGN_NAME = Top_module
export DESIGN_NICKNAME = Top_module
export VERILOG_FILES = /design/flow/design.v
export SDC_FILE = /design/flow/constraint.sdc
export NUM_CORES = 4
export LEC_CHECK = 1
export CORE_UTILIZATION = 50
export SYNTH_MEMORY_MAX_BITS = 65536
--- /design/flow/constraint.sdc ---
current_design Top_module

set clk_period 90.1
set clk_io_pct 0.2

create_clock -name clk0 -period $clk_period [get_ports {clk}]

set non_clock_inputs [all_inputs -no_clocks]
set_input_delay [expr $clk_period * $clk_io_pct] -clock clk0 $non_clock_inputs
set_output_delay [expr $clk_period * $clk_io_pct] -clock clk0 [all_outputs]
--- /design/flow/design.v ---
module ALU1(
 input [31:0]srcA, srcB,
 input [2:0]ALU_control,
 output reg [31:0]ALU_result,
 output Zero_flag
 );
 always @(*)
  begin 
   case(ALU_control)
   3'b000: ALU_result = srcA + srcB;
   3'b001: ALU_result = srcA - srcB;
   3'b010: ALU_result = srcA & srcB;
   3'b011: ALU_result = srcA | srcB;
   3'b101: begin 
            if(srcA < srcB)
             ALU_result = 1;
            else
             ALU_result = 0;
           end
   default: ALU_result = 32'd0;
   endcase 
  end
 assign Zero_flag = (ALU_result == 0)? 32'd1:32'd0;
endmodule
module AlU_dec(
 input [1:0]ALUop,
 input [2:0]funct3,
 input funct7,
 input op5,
 output reg [2:0]ALU_control
 );
 wire [6:0]in;
 assign in = {ALUop,funct3,op5,funct7};
 always @(*)
  begin 
   casex(in)
    7'b00xxxxx: ALU_control = 3'b000;
    7'b01xxxxx: ALU_control = 3'b001;
    7'b1000000: ALU_control = 3'b000;
    7'b1000001: ALU_control = 3'b000;
    7'b1000010: ALU_control = 3'b000;
    7'b1000011: ALU_control = 3'b001;
    7'b10010xx: ALU_control = 3'b101;
    7'b10110xx: ALU_control = 3'b011;
    7'b10111xx: ALU_control = 3'b010;
    default: ALU_control = 3'bxxx;
   endcase
  end 
endmodule
module Data_memory(
 input clk,
 input we,
 input [31:0]wd, A,
 output [31:0]Rd 
 );
 reg [31:0] memory[255:0];
 always @(posedge clk)
  begin 
   if(we)
    memory[A] <= wd;
  end
 assign Rd = memory[A];
endmodule
module Data_memory_tb();
 reg clk,we;
 reg [31:0]wd, A;
 wire [31:0]Rd ;
Data_memory d1(clk,we,wd, A,Rd);
  initial
  begin
   we = 1; #5;
   we = 0;
  end 
 always
  begin
   clk = 0; #5;
   clk = 1; #5;
  end
 initial
 A = 32'd60;
endmodule
module Data_path(
 input clk,reset,
 input PCsrc,
 input RegWrite, ALUsrc,
 input [1:0]ImmSrc,ResultSrc,
 input [2:0]ALU_control,
 input [31:0]instr, ReadData,
 output [31:0]PC,
 output [31:0]ALU_result, WriteData,
 output Zero_flag
 );
 wire [31:0]srcA, srcB, PCNext,PCPlus4;
 wire [31:0]PCTarget, ImmExt, Result;
 reg_file reg1(.clk(clk), .we3(RegWrite), .A1(instr[19:15]),.A2(instr[24:20]),.A3(instr[11:7]),
 .wd3(Result), .Rd1(srcA), .Rd2(WriteData));
 ALU1 A1(.srcA(srcA), .srcB(srcB), .ALU_control(ALU_control),
 .ALU_result(ALU_result), .Zero_flag(Zero_flag));
 extend E1(.instr(instr), .ImmScr(ImmSrc), .ImmExt(ImmExt));
 mux1 M1(.sel(ALUsrc), .A(WriteData), .B(ImmExt), .Y(srcB));
 flip_flop1 f1(.clk(clk), .reset(reset), .d(PCNext),.q(PC));
 adderplus4 A2(.A(PC), .Y(PCPlus4));
 adder1 A3( .A(PC), .B(ImmExt), .Y(PCTarget));
 mux1 M2(.sel(PCsrc), .A(PCPlus4), .B(PCTarget), .Y(PCNext));
 mux2 M3(.sel(ResultSrc), .A(ALU_result), .B(ReadData), .C(PCPlus4), .Y(Result));
endmodule
module Risc_v(
 input clk,reset, 
 input [31:0]instr, ReadData,
 output [31:0]PC,
 output [31:0]ALU_result, WriteData,
 output MemWrite
 );
 wire PCsrc;
 wire RegWrite, ALUsrc;
 wire [1:0]ImmSrc, ResultSrc;
 wire [2:0]ALU_control;
 wire Zero_flag;
 control_unit con1(.op(instr[6:0]), .funct3(instr[14:12]), .funct7(instr[30]), .Zero_flag(Zero_flag), .PCsrc(PCsrc),
 .ResultSrc(ResultSrc), .MemWrite(MemWrite), .ALUsrc(ALUsrc), .ImmSrc(ImmSrc), .RegWrite(RegWrite), .ALU_control(ALU_control));
 Data_path D1( .clk(clk),.reset(reset),
 .PCsrc(PCsrc), .ResultSrc(ResultSrc), .RegWrite(RegWrite), .ALUsrc(ALUsrc), .ImmSrc(ImmSrc), .ALU_control(ALU_control),
 .instr(instr), .ReadData(ReadData), .PC(PC), .ALU_result(ALU_result), .WriteData(WriteData), .Zero_flag(Zero_flag));
 endmodule 
module Top_module(
 input clk,reset, 
 output [31:0]dataadr, WriteData,
 output MemWrite
 );
 wire [31:0]instr, ReadData;
 wire [31:0]PC;
 Risc_v R1( .clk(clk), .reset(reset), .instr(instr), .ReadData(ReadData),
 .PC(PC), .ALU_result(dataadr), .WriteData(WriteData), .MemWrite(MemWrite));
 ins_memory mem1( .A(PC), .Rd(instr));
 Data_memory mem2(.clk(clk), .we(MemWrite), .wd(WriteData), .A(dataadr), .Rd(ReadData));
endmodule
module adder1(
 input [31:0]A, B,
 output [31:0] Y
 );
assign Y = A + B; 
endmodule
module adderplus4(
 input [31:0]A,
 output [31:0] Y
 );
assign Y = A + 32'd4; 
endmodule
module control_unit(
 input [6:0]op,
 input [2:0]funct3,
 input funct7,
 input Zero_flag,
 output PCsrc,
 output [1:0]ResultSrc,
 output MemWrite,
 output ALUsrc,
 output [1:0]ImmSrc,
 output RegWrite,
 output [2:0]ALU_control
 );
 wire Branch, Jump;
 wire [1:0]ALUop;
 main_dec dec1(.op(op),.branch(Branch),.ResultSrc(ResultSrc),.MemWrite(MemWrite),
 .ALUsrc(ALUsrc),.ImmSrc(ImmSrc),.RegWrite(RegWrite),.ALUop(ALUop),.Jump(Jump));
 AlU_dec dec2(.ALUop(ALUop),.funct3(funct3),
 .funct7(funct7),.op5(op[5]),.ALU_control(ALU_control));
 assign PCsrc = (Zero_flag & Branch)| Jump;
endmodule
module control_unit_tb();
 reg [6:0]op;
 reg[2:0]funct3;
 reg funct7;
 wire [1:0]ResultSrc;
 wire MemWrite;
 wire ALUSrc;
 wire [1:0]ImmSrc;
 wire RegWrite;
 wire [2:0]ALU_control;
 control_unit con1(.op(op), .funct3(funct3), .funct7(funct7), .ResultSrc(ResultSrc), .MemWrite(MemWrite),
 .ALUSrc(ALUSrc), .ImmSrc(ImmSrc), .RegWrite(RegWrite), .ALU_control(ALU_control));
 initial
  begin
    op = 7'b0000011;   
   #10 op = 7'b0100011;   
   #10 op = 7'b0110011; funct3 = 3'b000; funct7 = 1'b0;  
   #10 op = 7'b0110011; funct3 = 3'b000; funct7 = 1'b1; 
   #10 op = 7'b0110011; funct3 = 3'b010; funct7 = 1'bx; 
   #10 op = 7'b0110011; funct3 = 3'b110; funct7 = 1'bx; 
   #10 op = 7'b0110011; funct3 = 3'b111; funct7 = 1'bx; 
   #10 op = 7'b1100011;   
   #10 op = 7'b0010011;  
   #10 op = 7'b1101111;  
  end
endmodule
module extend(
 input [31:0]instr,
 input [1:0]ImmScr,
 output reg [31:0]ImmExt
 );
 always @(*)
  begin
  case(ImmScr)
   2'b00: ImmExt = {{20{instr[31]}},instr[31:20]};
   2'b01: ImmExt = {{20{instr[31]}},instr[31:25],instr[11:7]};
   2'b10: ImmExt = {{20{instr[31]}},instr[7],instr[30:25],instr[11:8],1'b0};
   2'b11: ImmExt = {{12{instr[31]}},instr[19:12],instr[20],instr[30:21],1'b0};
   default: ImmExt = 32'bx;
  endcase
 end
endmodule
module flip_flop1(
 input clk,reset, 
 input [31:0]d,
 output reg [31:0]q
 );
 always @(posedge clk, posedge reset)
  begin
   if(reset)
    q <= 0;
   else
    q <= d;
  end
 initial
  q = 32'd0;
endmodule
module ins_memory(
 input [31:0]A,
 output [31:0]Rd
 );
 reg [31:0] memory[255:0];
 initial
  begin 
  memory[0] = 32'h000500113;
  memory[4] = 32'h00c00193;
  memory[8] = 32'hff718393;
  memory[12] = 32'h0023e233;
  memory[16] = 32'h0041f2b3;
  memory[20] = 32'h004282b3;
  memory[24] = 32'h02728663;
  memory[28] = 32'h0041a233;
  memory[32] = 32'h00020463 ;
  memory[36] = 32'h00000293;
  memory[40] = 32'h0023a233;
  memory[44] = 32'h005203b3 ;
  memory[48] = 32'h402383b3 ;
  memory[52] = 32'h0471a223 ;
  memory[56] = 32'h05002103 ;
  memory[60] = 32'h008001ef;
  memory[64] = 32'h00100113;
  memory[68] = 32'h00310133;
  memory[72] = 32'h04202a23;
 end
 assign Rd = memory[A];
endmodule
module main_dec(
 input [6:0]op,
 output reg branch,
 output reg [1:0]ResultSrc,
 output reg MemWrite,
 output reg ALUsrc,
 output reg [1:0]ImmSrc,
 output reg RegWrite,
 output reg [1:0]ALUop,
 output reg Jump 
 );
 always @(*)
  begin
   casex(op)
    7'b0000011: {RegWrite,ImmSrc,ALUsrc,MemWrite,ResultSrc,branch,ALUop,Jump} = 11'b10010010000;
    7'b0100011: {RegWrite,ImmSrc,ALUsrc,MemWrite,ResultSrc,branch,ALUop,Jump} = 11'b00111xx0000;
    7'b0110011: {RegWrite,ImmSrc,ALUsrc,MemWrite,ResultSrc,branch,ALUop,Jump} = 11'b1xx00000100;
    7'b1100011: {RegWrite,ImmSrc,ALUsrc,MemWrite,ResultSrc,branch,ALUop,Jump} = 11'b01000xx1010;
    7'b0010011: {RegWrite,ImmSrc,ALUsrc,MemWrite,ResultSrc,branch,ALUop,Jump} = 11'b10010000100;
    7'b1101111: {RegWrite,ImmSrc,ALUsrc,MemWrite,ResultSrc,branch,ALUop,Jump} = 11'b111x0100xx1;
    default: {RegWrite,ImmSrc,ALUsrc,MemWrite,ResultSrc,branch,ALUop,Jump} = 11'bxxxxxxxxxxx;
   endcase
  end
endmodule
module mux1(
 input sel,
 input [31:0]A, B,
 output reg [31:0]Y
 );
 always @(*)
  begin 
   case(sel)
    1'b0: Y = A;
    1'b1: Y = B;
   endcase
  end
endmodule
module mux2(
 input [1:0]sel,
 input [31:0]A, B, C,
 output reg [31:0]Y
 );
 always @(*)
  begin 
   case(sel)
    2'b00: Y = A;
    2'b01: Y = B;
    2'b10: Y = C;
    2'b11: Y = 32'd0;
   endcase
  end
endmodule
module reg_file(
 input clk, we3,
 input [4:0]A1,
 input [4:0]A2,
 input [4:0]A3,
 input [31:0]wd3,
 output [31:0]Rd1, Rd2
 );
 reg [31:0] memory[31:0];
 always @(posedge clk)
   if(we3)
    memory[A3] <= wd3;
 assign Rd1 = (A1 != 0)? memory[A1] : 32'd0;
 assign Rd2 = (A2 != 0)? memory[A2] : 32'd0;
endmodule
==> job_summary.md <==
### Yosys + OpenROAD results

| Metric | Value |
|---|---|
| Vias | 250k |
| Worst R2R Setup Slack | 70.21 ns |
| Final setup fails | 0 |
| Die width | 866 um |
| Ys async rst share | 0.00346 |
| Switch share | 0.199 |
| PnR worst setup slack | 59.79 ns |
| CTS Root Cell | clkbuf_16 |
| Worst clock skew | 0.120 ns |
| Worst hold endpoint | R1.D1.f1.q[31]$_DFF_PP0_ |
| Post-Place Setup Slack | 61.03 ns |
| CTS tree | built |
| Latency at later pin | 1.29 ns |
| I/O Pins | 67 |
| CTS Buf Count | 919 |
| First-pass GRT wire length | 1980 mm |
| RSZ-0062 raised after global routing | no |
| IO Port Bufs | 66 |
| Sequential share of the synthesized area | 0.744 |
| Pwr/cell area | 19.6 nW/um^2 |
| Yosys reg bits | 9248 |
| Layout cells sized above 1 | 0.108 |
| P&R area growth vs syn | 13.7% |
| Antenna viol nets, final | 0 |
| Hold crit path type | flip-flop to flip-flop |
| Crit path buf inv count | 9 |
| CP arrival | 12.29 ns |
| Finished Core Util | 0.572 |
| Worst Setup Path Type | flip-flop to output port |
| Setup_tns | 0 ns |
| Int Pwr | 6.65 mW |
| Worst IR Drop VDD | 23.8 uV |
| Worst hold margin | 0.753 ns |
| CTS hold repair buffers | 0 |
| Final period util | 0.336 |
| Average routed wire per standard cell | 35.8 um |
| Hold Fails Final Rpt | 0 |
| Die area | 750000 um^2 |
| Number of global-route vias before repair | 249k |
| Bufs on Longest Clock Path | 4 |
| Die H | 866 um |
| Switching power | 1.65 mW |
| Yosys chip area | 373000 um^2 |
| WP data required | 72.08 ns |
| Pleak | 148 nW |
| 1st-pass router iterations | 8 |
| H-tree depth | 6 |
| Grt total ovfl | 0 |
| GPL Wtd Cong | 1.03 |
| Tool warnings | 172 |
| Cells after Synth | 28.1k |
| Mapped Area | 373000 um^2 |
| Delay-heaviest family, CP | buffers and inverters |
| FILL cells | 56.6k |
| # Max-Cap Violations | 0 |
| Final wirelength | 1440 mm |
| Status | completed |
| Number of buffers added for setup after CTS | 0 |
| Crit Path Max Fanout | 68 |
| Sink Count | 9248 |
| DR vias/cell | 6.20 |
| CP Capture Type | output port |
| GR Util All Layers | 0.428 |
| Min-delay src | R1.D1.f1.q[31]$_DFF_PP0_ |
| Pin count of the biggest net entering global routing | 123 |
| Core Area | 742000 um^2 |
| Post-CTS sizing | 0 |
| Normalized max-slew margin | 0.0432 |
| Remaining routing DRC violations | 0 |
| Sequential fraction of design power | 0.562 |
| Slowest-stage cell, CP | dfrtp_1 |
| Clk pwr share | 0.437 |
| Floorplan Utilization | 0.503 |
| Dpl hpwl | 887 mm |
| Cell row count | 316 |
| Fin crit period | 30.31 ns |
| Reg2reg start | R1.D1.f1.q[3]$_DFF_PP0_ |
| Yosys warning tally | 10 |
| Initial antenna violation count | 183 |
| Initial DRC count | 20.5k |
| Worst-Margin Slew | 1.44 ns |
| EDFF count, synth | 9216 |
| CP Launch Type | flip-flop |
| Main synth FF type | edfxtp_1 |
| Max Transition Viols Final | 0 |
| Total power | 8.31 mW |
| R2R depth | 47 |
| Worst r2r dst | R1.D1.reg1.memory[4][19]$_DFFE_PP_ |
| Max stage delay on crit path | 0.78 ns |
| Fmax | 33.0 MHz |
| Comb power frac | 0.001 |
| Clk slew on worst S/H paths | 0.06 ns |
| Ys cells | 28.1k |
| Cell repeated most along the worst path | buf_4 |
| Synth Area per Inst | 13.3 um^2 |
| Hold-critical path depth | 3 |
| Distinct lib cells used | 103 |
## per-layer routing
metal  global-route usage  vias up  share of wire
li1                     -   107000              -
met2                0.531    18800           0.41
met4                0.248      247          0.079
met5                0.176        -         0.0084
met1                0.479   120000           0.29
met3                0.387     3794           0.21
## logic make-up after synthesis
family / after synthesis / share of synthesized area
XOR/XNOR: 70 / 0.00164
flip-flops: 9248 / 0.744
AND/OR/NAND/NOR: 13100 / 0.151
adder cells (fa/ha/maj): 140 / 0.00475
multiplexers: 769 / 0.0215
AND-OR/OR-AND: 2731 / 0.0543
other: 1 / 0.0000101
buffers and inverters: 1999 / 0.0235
## synth_stat cells (all sizes together) (51+ instances only)
cell,count,area share
nor2,584,0.0059
buf,1092,0.014
a31oi,509,0.0085
nor3,110,0.0015
mux2i,737,0.020
o31ai,51,0.0011
nand3,3412,0.046
and3,429,0.0072
inv,112,0.0011
clkbuf,791,0.0080
o21ai,195,0.0026
nand2,8130,0.082
a21oi,345,0.0046
a22oi,53,0.0011
o22ai,91,0.0015
a311oi,576,0.014
nand4,268,0.0045
a32oi,402,0.0094
ha,137,0.0046
edfxtp,9216,0.74
## stage by stage
stage | cell area [um^2] | cells
2_1_floorplan | 375000 | 28700
3_3_place_gp | 395000 | 38200
3_5_place_dp | 395000 | 38200
4_1_cts | 423000 | 39900
5_1_grt | 424000 | 40200
6_report | 424000 | 40300
## worst max-delay path by stage
| stage | slack, ns | cells after the start | startpoint | to |
|---|---|---|---|---|
| 4_1_cts | 59.71 | 33 | R1.D1.f1.q[2]$_DFF_PP0_ | dataadr[29] |
| 5_1_grt | 59.10 | 33 | R1.D1.f1.q[3]$_DFF_PP0_ | dataadr[29] |
| 6_report | 59.79 | 33 | R1.D1.f1.q[3]$_DFF_PP0_ | dataadr[29] |
## worst reg2reg max path: cells and delay by family (launching register included)
kind,cells,cell delay [ns]
AND/OR/NAND/NOR,8,1.22
AND-OR/OR-AND,16,4.98
adder cells (fa/ha/maj),2,0.72
multiplexers,1,0.34
flip-flops,1,0.78
buffers and inverters,20,11.56
## power groups by stage
| stage | clock network (mW) | registers, mW | logic, mW |
|---|---|---|---|
| CTS | 3.65 | 4.67 | 0.00814 |
| global route | 3.81 | 4.67 | 0.00989 |
| finish | 3.63 | 4.67 | 0.00802 |
## layout make-up
type | instances | area (um^2) | share of cell area
antenna | 428 | 1070 | 0.00253
timing repair buffer | 1545 | 12200 | 0.0289
clock inverter | 501 | 3750 | 0.00885
tap | 9858 | 12300 | 0.0291
inverter | 116 | 477 | 0.00112
sequential | 9248 | 278000 | 0.654
clock buffer | 1176 | 24200 | 0.0570
multi-input combinational | 17400 | 92500 | 0.218
## cell usage in the layout (no fill, tap or decap), types with 27 or more instances in the layout
cell and count:
edfxtp_1 9216, nand2_1 8101, nand3_1 3411, buf_4 1440, clkbuf_16 929, mux2i_1 734, conb_1 576, a311oi_1 573
a31oi_1 474, diode_2 428, and3_1 427, a32oi_1 399, a21oi_1 334, nor2_4 318, nand4_1 266, nor2_1 254
clkinv_1 254, clkbuf_1 247, o21ai_0 167, clkinv_2 155, ha_1 137, inv_1 106, nor3_1 103, o22ai_1 91
clkdlybuf4s50_1 65, a22oi_1 53, xnor2_1 48, a21o_1 44, a211oi_1 43, o211ai_1 42, buf_12 39, o21a_1 37
a221oi_1 35, bufinv_16 35, a31oi_2 33, dfrtp_1 32, o31ai_1 32, a222oi_1 32, a32o_1 27
## state kept, by name (all words and copies together), names as in the netlist
| register | flops |
|---|---|
| mem2.memory | 8192 |
| R1.D1.f1.q | 32 |
| R1.D1.reg1.memory | 1024 |
No activity file was given, so power comes from the tool's default toggle rates.
